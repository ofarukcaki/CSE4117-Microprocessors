<file path="/design/flow/config.mk">
export PLATFORM = sky130hd
export DESIGN_NAME = top_module
export DESIGN_NICKNAME = top_module
export VERILOG_FILES = /design/flow/design.v
export SDC_FILE = /design/flow/constraint.sdc
export NUM_CORES = 4
export LEC_CHECK = 1
export CORE_UTILIZATION = 30
export SYNTH_HDL_FRONTEND = slang
</file>
<file path="/design/flow/constraint.sdc">
current_design top_module

set clk_period 22.2
set clk_io_pct 0.2

create_clock -name clk0 -period $clk_period [get_ports {clk}]
create_clock -name clk1 -period $clk_period [get_ports {pushbutton}]

set non_clock_inputs [all_inputs -no_clocks]
set_input_delay [expr $clk_period * $clk_io_pct] -clock clk0 $non_clock_inputs
set_output_delay [expr $clk_period * $clk_io_pct] -clock clk0 [all_outputs]
</file>
<file path="/design/flow/design.v">
module reptile (
					input clk,
					input [15:0] data_in,
					output [15:0] data_out,
					output reg [11:0] address,
					output memwt,
					output [15:0] reg0
					);
    reg [11:0] pc, ir;  
    reg [4:0]  state;  
	 reg [15:0] regbank [7:0]; 
    reg zeroflag;  
	 reg [15:0] result;  
     localparam   FETCH=4'b0000,
                  LDI=4'b0001, 
                  LD=4'b0010,
                  ST=4'b0011,
                  JZ=4'b0100,
                  JMP=4'b0101,
                  ALU=4'b0111;
    wire zeroresult;  
    always @(posedge clk)
        case(state)
            FETCH: 
            begin
                if ( data_in[15:12]==JZ)  
                    if (zeroflag)   
                        state <= JMP;
                    else
                        state <= FETCH;  
                else
                    state <= data_in[15:12];  
                ir<=data_in[11:0];  
                pc<=pc+1;  
            end
            LDI:
            begin
                regbank[ ir[2:0] ] <= data_in;  
                pc<=pc+1;  
                state <= FETCH;
            end
             LD:
                begin
                    regbank[ir[2:0]] <= data_in;
                    state <= FETCH;  
                end 
            ST:
                begin
						  state <= FETCH;  
                end    
            JMP:
                begin
                    pc <= pc+ir;
                    state <= FETCH;  
                end          
            ALU:
                begin
                    regbank[ir[2:0]]<=result;
                    zeroflag<=zeroresult;
                    state <= FETCH;
                end
        endcase
    always @*   
        case (state)
            LD:      address=regbank[ir[5:3]][11:0];
            ST:      address=regbank[ir[5:3]][11:0];
            default: address=pc;
         endcase
 assign memwt=(state==ST);
 assign data_out = regbank[ir[8:6]];
    always @*
        case (ir[11:9])
            3'h0: result = regbank[ir[8:6]]+regbank[ir[5:3]];  
            3'h1: result = regbank[ir[8:6]]-regbank[ir[5:3]];  
            3'h2: result = regbank[ir[8:6]]&regbank[ir[5:3]];  
            3'h3: result = regbank[ir[8:6]]|regbank[ir[5:3]];  
            3'h4: result = regbank[ir[8:6]]^regbank[ir[5:3]];  
            3'h7: case (ir[8:6])
                        3'h0: result = !regbank[ir[5:3]];
                        3'h1: result = regbank[ir[5:3]];
                        3'h2: result = regbank[ir[5:3]]+1;
                        3'h3: result = regbank[ir[5:3]]-1;
                        default: result=16'h0000;
                    endcase
            default: result=16'h0000;
        endcase
   assign zeroresult = ~|result;
	assign reg0=regbank[0];
    initial begin;
            state=FETCH;
				zeroflag=0;
				pc=0;
            end                        
endmodule
module sevensegment(datain, grounds, display, clk);
	input wire [15:0] datain;
	output reg [3:0] grounds;
	output reg [6:0] display;
	input clk;
	reg [3:0] data [3:0];
	reg [1:0] count;
	reg [25:0] clk1;
	always @(posedge clk1[15])
		begin
			grounds <= {grounds[2:0],grounds[3]};
			count <= count + 1;
		end
	always @(posedge clk)
		clk1 <= clk1 + 1;
	always @(*)
		case(data[count])	
			0:display=7'b1111110;  
         1:display=7'b0110000;
         2:display=7'b1101101;
         3:display=7'b1111001;
         4:display=7'b0110011;
         5:display=7'b1011011;
         6:display=7'b1011111;
         7:display=7'b1110000;
         8:display=7'b1111111;
         9:display=7'b1111011;
        'ha:display=7'b1110111;
        'hb:display=7'b0011111;
        'hc:display=7'b1001110;
        'hd:display=7'b0111101;
        'he:display=7'b1001111;
        'hf:display=7'b1000111;
        default display=7'b1111111;
		endcase
	always @*
		begin
			data[0] = datain[15:12];
			data[1] = datain[11:8];
			data[2] = datain[7:4];
			data[3] = datain[3:0];
		end
	initial begin		
		count = 2'b0;
		grounds = 4'b1110;
		clk1 = 0;
	end
endmodule
module top_module (grounds, display, clk, pushbutton,led);
    input   pushbutton; 
    output  [3:0] grounds;
    output  [6:0] display;
    input   clk; 
    output led;
    reg     [15:0] memory [0:127]; 
    wire     [11:0] pc;  
    wire     [15:0] data_out;
    wire     [15:0] data_in;
    wire     [11:0] address;
    wire     memwt;
    wire     [15:0] reg0;
 assign led=memwt;  
	 reptile rr1 (.data_in(data_in), .data_out(data_out), .clk(~pushbutton), .memwt(memwt), .address(address),.reg0(reg0));
    sevensegment ss1 (.grounds(grounds), .display(display), .clk(clk),  .datain(reg0));
    assign data_in=memory[address];
	 always @(posedge clk)
		if (memwt==1)
			memory[address]<=data_out;
    initial begin
		$readmemh("ram.dat", memory);
    end
endmodule
</file>
<file path="/design/flow/run.sh">
#!/bin/bash
# OpenROAD 26Q1-2900-gdf79404cd8, Yosys 0.63+post, stock flow scripts
make -C /OpenROAD-flow-scripts/flow DESIGN_CONFIG=/design/flow/config.mk WORK_HOME=/design/flow/orfs finish
</file>
==> insert_results.sql <==
-- implementation run metrics
INSERT INTO impl_metrics (metric_group, metric, value, unit) VALUES
('status', 'outcome', 'finished clean', ''),
('power', 'p_total', '0.00814', 'W'),
('floorplan', 'io-pin-count', '14', ''),
('layout', 'seq_area', '66600', 'um^2'),
('floorplan', 'die.size.x', '545', 'um'),
('run', 'warning_count', '209', ''),
('floorplan', 'chipArea', '297000', 'um^2'),
('yosys', 'postSynth.asyncResetShare', '0', ''),
('yosys', 'netlist_instances', '5354', ''),
('timing', 'worst_slack', '3.80', 'ns'),
('drt', 'drt_pass1_iterations', '6', ''),
('clock_tree', 'cts_hold_buf', '0', ''),
('timing', 'max_slew_violation_count', '0', ''),
('worst_setup_path', 'cp.required', '17.76', 'ns'),
('power', 'power_density_normalized_to_cell_area', '79.9', 'nW/um^2'),
('placement', 'gp_congestion', '0.962', ''),
('timing', 'report.final.hold_viol_count', '0', ''),
('timing', 'finalSetupViolCount', '0', ''),
('layout', 'area_growth', '15.3', '%'),
('timing', 'final.setup_skew', '0.0309', 'ns'),
('yosys', 'numSynthFlops', '2228', ''),
('drt', 'detailedRoute.firstIterationViolations', '4383', ''),
('yosys', 'synth-edff-count', '2200', ''),
('timing', 'worst_margin_pin_slew', '1.41', 'ns'),
('drt', 'post-route-drc-count', '0', ''),
('run', 'maxCapViolations', '0', ''),
('yosys', 'post_synth_cell_types', '86', ''),
('worst_setup_path', 'cp_num_buf_inv', '3', ''),
('timing', 'fin_tns_setup', '0', 'ns'),
('worst_setup_path', 'cp-end-kind', 'primary output', ''),
('drt', 'num_vias', '53300', ''),
('layout', 'final_cell_area', '102000', 'um^2'),
('floorplan', 'die_y', '545', 'um'),
('worst_setup_path', 'timing.setup.critical_path_class', 'flip-flop to primary output', ''),
('timing', 'unclocked_pins', '6', ''),
('yosys', 'netlist_area', '88300', 'um^2'),
('drt', 'drt-vias-per-instance', '5.46', ''),
('floorplan', 'floorplan.core_util', '0.303', ''),
('layout', 'post_route_cells_drive_above_1_share', '0.137', ''),
('grt', 'grt_max_degree', '100', ''),
('worst_setup_path', 'path_cells', 'mux4_2, inv_1, ha_1, mux4_2, inv_1, clkdlybuf4s50_1', ''),
('worst_setup_path', 'timing.critical_path.slowest_stage_cell', 'sky130_fd_sc_hd__mux4_2', ''),
('grt', 'grt_resource_usage_total', '0.196', ''),
('yosys', 'synth_seq_share', '0.754', ''),
('worst_setup_path', 'max_stage_delay', '0.58', 'ns'),
('clock_tree', 'number_of_gates_given_a_new_drive_strength_after_cts', '0', ''),
('drt', 'wl_per_cell', '28.0', 'um'),
('yosys', 'yosysWarningCount', '0', ''),
('floorplan', 'placeableCoreArea', '292000', 'um^2'),
('clock_tree', 'cts_tree', 'built', ''),
('layout', 'multi_input_comb_area', '20100', 'um^2'),
('clock_tree', 'clock_pin_slew_worst_setup_and_hold_paths', '0.08', 'ns'),
('yosys', 'synthDominantCellAreaShare', '0.748', ''),
('power', 'static-leakage-power', '35.2', 'nW'),
('grt', 'grt_pass1_vias', '56300', ''),
('layout', 'layout.core_utilization', '0.349', ''),
('worst_setup_path', 'critical_path.startpoint_type', 'flip-flop', ''),
('worst_setup_path', 'critPathTopFamily', 'multiplexers', ''),
('placement', 'placement.io_buffers', '12', ''),
('drt', 'drtAntennaViolNets', '0', ''),
('yosys', 'synth_top_flop_cell', 'sky130_fd_sc_hd__edfxtp_1', ''),
('timing', 'unconstrained_endpoints', '10', ''),
('placement', 'dp_hpwl', '164000', 'um'),
('layout', 'n_fill_cell', '27100', ''),
('yosys', 'synth_stat.cells', '5354', ''),
('grt', 'grt_antenna_before_repair', '9', ''),
('timing', 'setup_repair_after_global_routing_missed_its_margin', 'false', ''),
('placement', 'pre_cts_slack', '4.27', 'ns'),
('drt', 'totalWireLength', '273000', 'um'),
('yosys', 'yosys-stat-area', '88300', 'um^2'),
('yosys', 'area_leaders', 'sky130_fd_sc_hd__edfxtp_1 75%, sky130_fd_sc_hd__a22oi_1 5.9%, sky130_fd_sc_hd__mux4_2 1.8%', '');
## power breakdown
part | switching, W | leakage, nW | internal, W | total, W
logic | 0 | 5.30 | 0 | 0.00000000530
clock network | 0.00164 | 4.06 | 0.00196 | 0.00360
registers | 0 | 25.8 | 0.00454 | 0.00454
total | 0.00164 | 35.2 | 0.00650 | 0.00814
## cells in the final DEF, fill, tap and decap left out, types with 115 or more instances in the layout
| cell type | count |
|---|---|
| sky130_fd_sc_hd__mux2i_1 | 135 |
| sky130_fd_sc_hd__a21oi_1 | 115 |
| sky130_fd_sc_hd__buf_4 | 316 |
| sky130_fd_sc_hd__a22oi_1 | 694 |
| sky130_fd_sc_hd__nand3_1 | 256 |
| sky130_fd_sc_hd__clkbuf_16 | 212 |
| sky130_fd_sc_hd__inv_1 | 212 |
| sky130_fd_sc_hd__nor2_1 | 201 |
| sky130_fd_sc_hd__nand2_1 | 191 |
| sky130_fd_sc_hd__edfxtp_1 | 2200 |
| sky130_fd_sc_hd__a41oi_1 | 149 |
## area by class of cell
class,instances,area share
diodes,5,0.000123
clock buffers,262,0.0539
clock inverters,274,0.0172
inverters,65,0.00262
multi-input cells,2692,0.197
flip-flops and latches,2228,0.654
well taps,3900,0.0479
repair buffers,341,0.0270
## per-stage QoR
step / hold slack, ns / cells
finish: 0.433 / 9767
global route: 0.460 / 9764
CTS: 0.433 / 9762
detailed placement: 0.414 / 9227
global placement: 0.406 / 9227
floorplan: 0.390 / 5354
## cells by family (layout without fill, tap and decap cells)
family,after synthesis,in the layout,share of synthesized area
AND/OR/NAND/NOR,865,865,0.0460
AND-OR/OR-AND,1452,1452,0.124
adder cells (fa/ha/maj),79,79,0.0114
buffers and inverters,434,942,0.0215
other,0,5,0
flip-flops,2228,2228,0.754
XOR/XNOR,47,47,0.00466
multiplexers,249,249,0.0388
## sequential cells by signal, summed over array words and instances, names as in the netlist, named ones only
name          count
ss1.count         2
rr1.pc            7
memory         2048
rr1.state         4
rr1.regbank     128
rr1.zeroflag      1
ss1.grounds       4
ss1.clk1         16
rr1.ir           12
## per-layer routing
layer / vias up / global-route usage / share of wire / wire (um)
met5: - / 0.0190 / 0.0026 / 724
met4: 18 / 0.0788 / 0.050 / 13600
met3: 594 / 0.161 / 0.18 / 49100
met2: 3645 / 0.282 / 0.44 / 121000
met1: 26200 / 0.208 / 0.32 / 88500
li1: 22800 / - / - / -
## final timing paths
check	from	to	depth (start not counted)
hold reg to reg	ss1.clk1[0]$_DFF_P_	ss1.clk1[0]$_DFF_P_	1
setup / recovery	rr1.regbank[0][0]$_DFFE_NP_	display[3]	6
hold / removal	ss1.clk1[0]$_DFF_P_	ss1.clk1[0]$_DFF_P_	1
max in group clk1	memory[77][2]$_DFFE_PP_	rr1.regbank[0][2]$_DFFE_NP_	6
setup reg to reg	flip-flop	memory[113][2]$_DFFE_PP_	12
min in group clk1	rr1.ir[4]$_DFFE_NP_	flip-flop	1
Power and IR drop assume default switching activity.
